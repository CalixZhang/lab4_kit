File: config.mk
export PLATFORM = sky130hd
export DESIGN_NAME = avalon_slave_controller
export DESIGN_NICKNAME = avalon_slave_controller
export VERILOG_FILES = /design/flow/design.v
export SDC_FILE = /design/flow/constraint.sdc
export NUM_CORES = 4
export LEC_CHECK = 1
export CORE_UTILIZATION = 40
File: constraint.sdc
current_design avalon_slave_controller

set clk_period 4.1
set clk_io_pct 0.2

create_clock -name clk0 -period $clk_period [get_ports {clk}]

set non_clock_inputs [all_inputs -no_clocks]
set_input_delay [expr $clk_period * $clk_io_pct] -clock clk0 $non_clock_inputs
set_output_delay [expr $clk_period * $clk_io_pct] -clock clk0 [all_outputs]
File: design.v
module AVSC_control
(
	input logic clk,
	input logic reset,
	input logic [2:0] avs_s1_address,	 
	input logic avs_s1_read,
	output logic avs_s1_waitrequest,
	input logic avs_s1_write,
	input logic i_MODE,
	input logic i_GO,
	input logic i_DONE,
	output logic [2:0] o_ADDRSEL,
	output logic o_READ,
	output logic o_WRITE,
	output logic o_DONE,
	output logic o_START
);
	typedef enum logic
	{
		S_UNOCCUPIED,
		S_OCCUPIED
	} LDS_STATES;
	LDS_STATES state, nextstate;
	always_ff @ (posedge clk) begin
		if (reset) state <= S_UNOCCUPIED;
		else state <= nextstate;
	end
	always_comb begin
		nextstate = state;
		o_ADDRSEL = 3'b0;
		o_READ = 1'b0;
		o_WRITE = 1'b0;
		o_START = 1'b0;
		o_DONE = 1'b0;
		avs_s1_waitrequest = 1'b0;
		case(state)
			S_UNOCCUPIED: begin
				if (avs_s1_read) begin
					o_ADDRSEL = avs_s1_address;
					o_READ = 1'b1;
				end
				if (avs_s1_write) begin
					o_ADDRSEL = avs_s1_address;
					o_WRITE = 1'b1;
				end
				if (i_GO) begin
					o_START = 1'b1;
					nextstate = S_OCCUPIED;
				end
			end
			S_OCCUPIED: begin
				if (avs_s1_read) begin
					o_ADDRSEL = avs_s1_address;
					o_READ = 1'b1;
				end
				if (avs_s1_write & ~i_MODE) avs_s1_waitrequest = 1'b1;
				if (i_DONE) begin
					o_DONE = 1'b1;
					nextstate = S_UNOCCUPIED;
				end
			end
		endcase
	end
endmodule
module AVSC_datapath
(
	input logic clk,
	input logic reset,
	output logic [31:0] avs_s1_readdata,
	input logic [31:0] avs_s1_writedata,
	input logic [2:0] i_ADDRSEL,
	input logic i_READ,
	input logic i_WRITE,
	input logic i_START,
	input logic i_DONE,
	output logic o_MODE,
	output logic o_GO,
	output logic [8:0] o_X0,
	output logic [8:0] o_Y0,
	output logic [8:0] o_X1,
	output logic [8:0] o_Y1,
	output logic [2:0] o_COLOR
);
	reg [31:0] pmem[0:5];	 
	always_ff @ (posedge clk) begin
		if (reset) begin
			pmem[0] = 32'd1;	 
			pmem[1] = 32'd0;
			pmem[2] = 32'd0;
			pmem[3] = 32'd0;
			pmem[4] = 32'd0;
			pmem[5] = 32'd7;	 
		end
		else begin
			if (i_READ) avs_s1_readdata <= pmem[i_ADDRSEL];
			if (i_WRITE) pmem[i_ADDRSEL] <= avs_s1_writedata;
			if (i_START) pmem[1] <= 32'd1;	 
			if (i_DONE) pmem[1] <= 32'd0;	 
		end
	end
	assign o_MODE = pmem[0][0];
	assign o_GO = (pmem[2] > 32'd0) ? 1'b1 : 1'b0;
	assign o_X0 = pmem[3][8:0];
	assign o_Y0 = pmem[3][16:9];
	assign o_X1 = pmem[4][8:0];
	assign o_Y1 = pmem[4][16:9];
	assign o_COLOR = pmem[5][2:0];
endmodule
module avalon_slave_controller
(
	input logic clk,
	input logic reset,
	input logic [3:0] avs_s1_address,	 
	input logic avs_s1_read,
	output logic [31:0] avs_s1_readdata,
	output logic avs_s1_waitrequest,
	input logic avs_s1_write,
	input logic [31:0] avs_s1_writedata,
	output logic [8:0] o_X0,
	output logic [8:0] o_Y0,
	output logic [8:0] o_X1,
	output logic [8:0] o_Y1,
	output logic [2:0] o_COLOR,
	input logic i_DONE,
	output logic o_START
);
	logic ctrl_MODE, ctrl_GO;
	logic dp_ADDRSEL, dp_READ, dp_WRITE, dp_START, dp_DONE;
	AVSC_control ctrl_inst
	(
		.clk(clk),
		.reset(reset),
		.avs_s1_address(avs_s1_address),
		.avs_s1_read(avs_s1_read),
		.avs_s1_waitrequest(avs_s1_waitrequest),
		.avs_s1_write(avs_s1_write),
		.i_MODE(ctrl_MODE),
		.i_GO(ctrl_GO),
		.i_DONE(i_DONE),
		.o_ADDRSEL(dp_ADDRSEL),
		.o_READ(dp_READ),
		.o_WRITE(dp_WRITE),
		.o_DONE(dp_DONE),
		.o_START(dp_START)
	);
	AVSC_datapath dp_inst
	(
		.clk(clk),
		.reset(reset),
		.avs_s1_readdata(avs_s1_readdata),
		.avs_s1_writedata(avs_s1_writedata),
		.i_ADDRSEL(dp_ADDRSEL),
		.i_READ(dp_READ),
		.i_WRITE(dp_WRITE),
		.i_START(dp_START),
		.i_DONE(dp_DONE),
		.o_MODE(ctrl_MODE),
		.o_GO(ctrl_GO),
		.o_X0(o_X0),
		.o_Y0(o_Y0),
		.o_X1(o_X1),
		.o_Y1(o_Y1),
		.o_COLOR(o_COLOR)
	);
	assign o_START = dp_START;
endmodule
File: run.sh
#!/bin/bash
# OpenROAD 26Q1-2900-gdf79404cd8, Yosys 0.63+post, stock flow scripts
make -C /OpenROAD-flow-scripts/flow DESIGN_CONFIG=/design/flow/config.mk WORK_HOME=/design/flow/orfs finish
==> out/results.tsv <==
metric	value	unit
switching power of the nets	0.425	mW
Final Setup Violations	0	
Reg clk slew, reported paths	80	ps
GR peak layer	met2	
TritonRoute pass-1 iters	4	
final tally of hold violations	0	
Hold Buf Count CTS	0	
WHS Endpoint	dp_inst.pmem[1][11]	
worst slew pin tran	702	ps
Max Cap Viol	0	
width of the chip	102	µm
vias in the first global route	2635	
Storage cell area	2260	µm²
CTS Root Cell	clkbuf_8	
antenna cells	0	
first-pass GRT wire length	13.0	mm
Yosys Chip Area	3980	µm²
ratio of cells with drive above 1 in the final layout	12.8	%
# DRC	0	
tool warning count	28	
worst reg2reg path depth	4	
Worst Setup Path Type	input port to output pin	
leakage power	1.82	nW
pin count of the biggest net entering global routing	36	
fin cells	600	
Post-DP HPWL	5.29	mm
Max Fclk	0.343	GHz
Netlist cell types	23	
slowest cell on the critical path	clkdlybuf4s50_1	
Area Growth Syn to Fin	20.9	%
Crit path max-delay family	buffers and inverters	
fp_density	41.1	%
r2r setup slk	2230	ps
CTS tree	yes	
outcome	complete, no violations	
Die H	102	µm
Comb pwr share	10.1	%
Syn Inst Count	398	
GPL Wtd Cong	0.756	
Warnings, synthesis	6	
post-route total power	1.84	mW
total negative slack	0	ps
critical path arrival	2090	ps
flops & latches, synth	97	
Internal	1.41	mW
crit path max fanout	6	
initial antenna violation count	0	
clock sink total	97	
crit path launch type	input port	
total die area	10300	µm²
crit-path max cell delay	550	ps
register share after synthesis	56.9	%
Crit Reg-Reg Startpoint	ctrl_inst.state	
crit-path cells	clkdlybuf4s50_1 -> nand2_1 -> nor2_1 -> clkdlybuf4s50_1	
vias per inst	4.66	
Global Route met3 Usage	3.57	%
Cell Pwr Density	383	nW/µm²
Hold Crit Start	dp_inst.pmem[1][11]	
Yosys Instances	398	
fin. max-slew vios	0	
Rows	36	
clock latency (worst-skew pair)	350	ps
gr usage total	17.2	%
clock network power share	32.7	%
routed length per instance	14.0	µm
DRT iter0 DRCs	54	
Inst Count DP	584	
most common cell type on the critical path	clkdlybuf4s50_1	
detailed-route via count	2794	
endpoint of the worst-slack reg-to-reg timing path	dp_inst.avs_s1_readdata[12]	
maximum clock path buffer count	2	
met2 Usage GRT	27.9	%
Buffers on Ports	70	
Switching Share	23.1	%
clk_skew	8.21	ps
Resized cells post-CTS	0	
Antenna Nets Post-Route	0	
slew margin rel.	53.1	%
CTS buffer count	9	
CTS H-tree depth	3	
Worst Path Required	3280	ps
Post-CTS Setup Inserts	0	
grt met1 use	25.8	%
crit share post-route	71.0	%
sequential share of power	57.2	%
Hold Crit Depth	2	
hold crit path type	flip-flop to flip-flop	
Overflow after GRT	0	
critical path endpoint category	output pin	
Post-Route WL	8.42	mm
I/O pin cnt	114	
Worst Path Buf+Inv	2	
Worst VDD drop	0.000155	V
area of the mapped netlist	3980	µm²
Synth Area per Inst	9.99	µm²
final worst path period need	2910	ps
Core ar.	9680	µm²
RSZ-0062 raised after global routing	false	
logic area	1420	µm²
Layout fillers	886	
==> power by group through the flow <==
stage	Clock (mW)	Combinational [mW]	Sequential, mW
4_1_cts	0.617	0.189	1.05
5_1_grt	0.652	0.206	1.06
6_report	0.601	0.185	1.05
==> kinds of logic (layout without fill, tap and decap cells) <==
group / after synthesis / after routing / synth area share (%)
AOI/OAI and AO/OA: 65 / 65 / 8.52
buffers and inverters: 64 / 95 / 11.3
DFF: 97 / 97 / 56.9
muxes: 32 / 32 / 9.06
other: 2 / 40 / 0.189
and+or+nand+nor: 138 / 138 / 14.1
==> flip-flops by register name, summed over array words and instances (netlist names) <==
| signal | count |
|---|---|
| ctrl_inst.state | 1 |
| dp_inst.pmem | 64 |
| dp_inst.avs_s1_readdata | 32 |
==> per-layer routing <==
| layer | part of all wire, % | routed length, µm | vias up |
|---|---|---|---|
| met3 | 5.3 | 449 | 4 |
| met5 | 0 | 0 | - |
| li1 | - | - | 1369 |
| met2 | 49 | 4150 | 81 |
| met1 | 45 | 3770 | 1340 |
| met4 | 0.57 | 48 | 0 |
==> worst reg2reg max path: cells and delay by family (launching register included) <==
family | cells | cell delay (ps)
muxes | 1 | 360
buffers and inverters | 1 | 320
AOI/OAI and AO/OA | 1 | 360
DFF | 1 | 500
and+or+nand+nor | 1 | 90
==> per-stage QoR <==
step / worst slack [ps] / hold slack (ps) / area (µm²) / util [%]
floorplan: 1220 / 432 / 4120 / -
global placement: 1180 / 438 / 4610 / 47.6
detailed placement: 1200 / 444 / 4610 / 47.6
CTS: 1180 / 457 / 4810 / 49.7
global route: 1110 / 472 / 4810 / 49.7
finish: 1190 / 452 / 4810 / 49.7
==> layout by cell type, fill, tap and decap left out, types with 2 or more instances in the layout <==
cell,n
clkinv_4,2
a21oi_1,63
clkinv_2,2
dfxtp_1,65
nand2_1,127
mux2_1,2
edfxtp_1,32
clkdlybuf4s50_1,69
buf_4,9
clkbuf_8,9
conb_1,40
mux2_2,30
nor2_1,2
==> final cells by class <==
type / count / area share [%]
Clock buffer: 9 / 2.58
Clock inverter: 7 / 1.46
Multi-Input combinational cell: 275 / 29.6
Sequential cell: 97 / 47.0
Tap cell: 133 / 3.46
Timing Repair Buffer: 79 / 15.9
==> Yosys cell counts <==
cell	number	share of area, %
nand2_1	127	12
dfxtp_1	65	33
a21oi_1	63	7.9
buf_4	40	7.5
edfxtp_1	32	24
mux2_2	30	8.5
buf_2	11	1.4
clkbuf_1	7	0.66
buf_6	6	1.7
conb_1	2	0.19
mux2_1	2	0.57
nor2_1	2	0.19
a21o_1	1	0.19
and3b_1	1	0.22
nand3b_1	1	0.19
nor2b_1	1	0.16
nor2b_2	1	0.22
nor3_1	1	0.13
nor3_2	1	0.25
nor3b_1	1	0.19
nor3b_2	1	0.31
o21ai_4	1	0.41
or3b_1	1	0.22
==> worst max-delay path by stage <==
stage           startpoint            endpoint  cells past startpoint
CTS           avs_s1_write  avs_s1_waitrequest                      4
global route  avs_s1_write  avs_s1_waitrequest                      4
finish        avs_s1_write  avs_s1_waitrequest                      4
Power is estimated from default activity; no workload was simulated.

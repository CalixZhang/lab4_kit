**./design.v**
```verilog
module LDA
(
	input logic clk,
	input logic reset,
	input logic [8:0] i_X0, 
	input logic [8:0] i_Y0, 
	input logic [8:0] i_X1,
	input logic [8:0] i_Y1,
	input logic [2:0] i_COLOR,
	input logic i_GO,
	output logic o_PLOT,
	output logic [8:0] o_X,
	output logic [8:0] o_Y,
	output logic [2:0] o_COLOR,
	output logic o_DONE
);
	logic dp_START, dp_RUN, dp_CONDITION;
	LDA_control ctrl_inst
	(
		.clk(clk),
		.reset(reset),	
		.i_GO(i_GO),
		.i_CONDITION(dp_CONDITION),	
		.o_START(dp_START),
		.o_RUN(dp_RUN),
		.o_DONE(o_DONE)
	);
	LDA_datapath dp_inst
	(
		.clk(clk),
		.reset(reset),
		.i_START(dp_START),
		.i_RUN(dp_RUN),
		.X0(i_X0), 
		.Y0(i_Y0), 
		.X1(i_X1),
		.Y1(i_Y1),
		.COLOR(i_COLOR),	
		.o_CONDITION(dp_CONDITION),
		.o_PLOT(o_PLOT),
		.o_X(o_X),
		.o_Y(o_Y),
		.o_COLOR(o_COLOR)
	);
endmodule
module LDA_control
(
	input logic clk,
	input logic reset,
	input logic i_GO,
	input logic i_CONDITION,
	output logic o_START,
	output logic o_RUN,
	output logic o_DONE
);
	typedef enum logic
	{
		S_IDLE,
		S_RUN
	} LDA_STATES;
	LDA_STATES state, nextstate;
	always_ff @ (posedge clk) begin
		if (reset) state <= S_IDLE;
		else state <= nextstate;
	end
	always_comb begin
		nextstate = state;
		o_START = 1'b0;
		o_RUN = 1'b0;
		o_DONE = 1'b0;
		case(state)
			S_IDLE: begin
				if (i_GO) begin
					nextstate = S_RUN;
					o_START = 1'b1;
				end
			end
			S_RUN: begin
				if (i_CONDITION) begin
					nextstate = S_IDLE;
					o_DONE = 1'b1;
				end
				else o_RUN = 1'b1;
			end
			default: begin
				nextstate = S_IDLE;
			end
		endcase
	end
endmodule
module LDA_datapath
(
	input logic clk,
	input logic reset,
	input logic i_START,	 
	input logic i_RUN,
	input logic [8:0] X0, 
	input logic [8:0] Y0, 
	input logic [8:0] X1,
	input logic [8:0] Y1,
	input logic [2:0] COLOR,
	output logic o_CONDITION,
	output logic o_PLOT,
	output logic [8:0] o_X,
	output logic [8:0] o_Y,
	output logic [2:0] o_COLOR
);
	logic signed [9:0] dx, dy, err, e2;
	logic right, down;
	always_ff @ (posedge clk) begin
		o_CONDITION <= 1'b0;
		o_PLOT <= 1'b0;
		if (i_START) begin
			dx = X1 - X0;
			right = dx >= 0;
			if (~right) dx = -dx;
			dy = Y1 - Y0;
			down = dy >= 0;
			if (down) dy = -dy;
			err = dx + dy;
			o_X <= X0;
			o_Y <= Y0;
			o_COLOR <= COLOR;
			o_PLOT <= 1'b1;
		end
		else if (i_RUN) begin
			if (o_X == X1 && o_Y == Y1) begin
				o_CONDITION <= 1'b1;
			end
			else begin
				o_PLOT <= 1'b1;
				e2 = err << 1;
				if (e2 > dy) begin
					err += dy;
					if (right) o_X <= o_X + 9'd1;
					else o_X <= o_X - 9'b1;
				end
				if (e2 < dx) begin
					err += dx;
					if (down) o_Y <= o_Y + 9'd1;
					else o_Y <= o_Y - 9'd1;
				end
			end
		end
	end
endmodule
```
**./run.sh**
```bash
#!/bin/bash
# OpenROAD 26Q1-2900-gdf79404cd8, Yosys 0.63+post, stock flow scripts
make -C /OpenROAD-flow-scripts/flow DESIGN_CONFIG=/design/flow/config.mk WORK_HOME=/design/flow/orfs finish
```
**./config.mk**
```make
export PLATFORM = sky130hd
export DESIGN_NAME = LDA
export DESIGN_NICKNAME = LDA
export VERILOG_FILES = /design/flow/design.v
export SDC_FILE = /design/flow/constraint.sdc
export NUM_CORES = 4
export LEC_CHECK = 1
export CORE_UTILIZATION = 30
```
**./constraint.sdc**
```tcl
current_design LDA

set clk_period 15.9
set clk_io_pct 0.2

create_clock -name clk0 -period $clk_period [get_ports {clk}]

set non_clock_inputs [all_inputs -no_clocks]
set_input_delay [expr $clk_period * $clk_io_pct] -clock clk0 $non_clock_inputs
set_output_delay [expr $clk_period * $clk_io_pct] -clock clk0 [all_outputs]
```
==> summary.txt <==
yosys + openroad results -> largest net degree at the start of global routing 46, core area 18100 um^2, Adders+Majority by Area 20.0%, Worst Setup SP i_Y0[4], Final Hold Fails 0, Clock Sinks 55, vias per inst 4.77, antenna violations before repair 0, CTS buffer count 5, worst hold path class register to register, Final ANT Viol Nets 0, Clock Power Share 11.9%, worst hold path startpoint dp_inst.o_CONDITION, FF-to-FF setup slack 11.60 ns, Hold Buf Count CTS 0, Syn Area/Cell 9.04 um^2, unrepaired setup endpoints after global routing no, share of power burned in registers 24.0%, headroom to the max-slew limit 58.6%, FP Core Util 30.9%, drt total wl 12600 um, Worst R2R End dp_inst.err[8], worst vdd ir 0.0695 mV, synth unique cells 63, die width 138 um, Sw Pwr 0.458 mW, r2r worst-path depth 19, Sw Ratio 41.5%, ANT cells 0, Async SR Flop Fraction 0%, P_int 0.645 mW, power density cells 165 nW/um^2, HPWL Detailed 10300 um, Tcrit/Tclk final 43.0%, yosys cell count 618, Post-Syn Instances 618, crit start category input pin, gr usage total 13.9%, DRC viols 0, Ys Warns 2, flip-flops with a built-in enable 52, Flops after synth 55, r2r startpoint dp_inst.err[1], Tmin final 6.84 ns, Top Ports 65, Die Area 19200 um^2, Post-Synth AOI/OAI Area 16.3%, Max-Cap Viols 0, postcts setup bufs 0, Logic pwr share 64.1%, Layout Cells excl Fill 915, actual slew at the worst max-slew pin 0.616 ns, yosys synthesis chip area 5580 um^2, Post-CTS Resized 0, Port Buf Inserts 64, pins over their slew limit 0, routed len/inst 13.7 um, XOR/XNOR share of the synthesized area 12.3%, filler cell count 1800, worst endpoint data arrival time 6.88 ns, Post-Syn Area 5580 um^2, OpenROAD warnings 27, drt pass-1 iters 4, Simple-Gate Area Share 14.1%, dominant kind of combinational cell adder cells, setup TNS 0 ns, Area Growth Syn to Fin 19.7%, Setup WS pre-CTS 8.83 ns, f_max 146 MHz, Core Rows 49, Worst Setup Slack, final 9.06 ns, CTS tree yes, status completed, share of cells above drive strength 1 4.81%, clk buf depth 2, Seq/Total Area, Yosys 29.0%, die y size 138 um, clock skew 0.0106 ns, Synth Flop Type edfxtp_1, CP Capture Type register, critical-path maximum fanout 7, clock slew at reported path FFs 0.08 ns, kind of critical path input pin to register, CTS root buf clkbuf_16, Final Setup Violations 0, H-tree levels 2, Placed Instances 907, GPL Wtd Cong 0.881, crit path DRT 15.94 ns, vias in the first global route 4312, Late-Pin Clk Latency 0.30 ns, Leak 2.83 nW, final hold slack 0.430 ns, capture point of the critical path dp_inst.err[8], routed vias 4369, first-pass GRT wire length 21000 um, Congestion Overflow GR 0, area fraction in mux cells 2.78%, initial drt markers 195
## worst min path at each step
stage                 cells after the start  slack, ns             endpoint
after global routing                      1       0.46  dp_inst.o_CONDITION
final                                     1       0.43  dp_inst.o_CONDITION
after CTS                                 1       0.43  dp_inst.o_CONDITION
## state kept, by name (all words and copies together), names as in the netlist
register,count
ctrl_inst.state,1
dp_inst.o_PLOT,1
dp_inst.err,9
dp_inst.down,1
dp_inst.o_X,9
dp_inst.o_Y,9
dp_inst.right,1
dp_inst.o_COLOR,3
dp_inst.dy,10
dp_inst.dx,10
dp_inst.o_CONDITION,1
## cell families after synthesis
group	after synthesis
and+or+nand+nor	160
AOI/OAI and AO/OA	145
adders and majority gates	85
buffers and inverters	81
xor gates and xnor gates	77
DFF	55
muxes	15
## synth_stat cells, drive strengths merged (6+ instances only)
| cell | count | area [um^2] |
|---|---|---|
| ha | 77 | 963 |
| inv | 71 | 267 |
| a21oi | 58 | 290 |
| edfxtp | 52 | 1560 |
| xnor2 | 49 | 429 |
| nor2 | 45 | 169 |
| nand2 | 42 | 158 |
| o21ai | 42 | 218 |
| xor2 | 27 | 236 |
| mux2i | 11 | 110 |
| nand3 | 10 | 50.1 |
| nand4 | 10 | 62.6 |
| a21o | 9 | 67.6 |
| nand2b | 9 | 56.3 |
| and2 | 8 | 55.1 |
| nor3 | 8 | 40.0 |
| o21a | 8 | 60.1 |
| fa | 7 | 140 |
| o21bai | 7 | 56.3 |
| or3 | 7 | 48.8 |
| clkbuf | 6 | 22.5 |
## critical path, stage by stage
cell and delay, ns:
clkdlybuf4s50_1 0.49, inv_1 0.05, ha_1 0.35, a21oi_1 0.25, o21ai_1 0.08, a21oi_1 0.23, and2_1 0.25, clkinv_1 0.22
o21a_1 0.27, fa_1 0.41, inv_1 0.09, a21oi_1 0.08, a41oi_2 0.25, a2111oi_4 0.10, o31ai_1 0.32, xor2_1 0.18
mux2i_1 0.08
## power by group through the flow
| stage | clock [mW] | sequential, mW | combinational, mW |
|---|---|---|---|
| CTS | 0.136 | 0.266 | 0.716 |
| global route | 0.140 | 0.272 | 0.814 |
| finish | 0.131 | 0.265 | 0.706 |
## layer usage
| metal | track usage (%) | vias to the layer above | wire length [um] |
|---|---|---|---|
| met5 | 0 | - | 0 |
| met3 | 2.54 | 5 | 547 |
| met2 | 23.0 | 92 | 5800 |
| met4 | 0.769 | 0 | 91 |
| li1 | - | 2314 | - |
| met1 | 20.3 | 1958 | 6140 |
## layout by cell type (no fill, tap or decap), types with 7 or more instances in the layout
master           Yosys  routed
ha_1                77      77
inv_1               70      70
clkdlybuf4s50_1      0      64
a21oi_1             58      58
edfxtp_1            52      52
xnor2_1             49      49
nor2_1              45      45
nand2_1             42      42
o21ai_0             34      34
xor2_1              27      27
mux2i_1             11      11
nand3_1             10      10
nand4_1             10      10
a21o_1               9       9
o21a_1               8       8
nand2b_1             9       8
nor3_1               8       8
fa_1                 7       7
## final cells by class
class	count	area [um^2]	share of cell area (%)
multi-input cells	482	3660	54.7
repair buffers	69	678	10.1
well taps	229	287	4.29
flip-flops and latches	55	1620	24.3
inverters	72	270	4.04
clock buffers	5	125	1.87
clock inverters	3	46.3	0.692
## stage by stage
stage / total power, mW / cell area (um^2) / utilization (%)
after floorplan: 0.801 / 5580 / -
after global placement: 0.973 / 6520 / 36.0
after detailed placement: 0.977 / 6520 / 36.0
after CTS: 1.12 / 6690 / 37.0
after global routing: 1.23 / 6690 / 37.0
final: 1.10 / 6690 / 37.0
Power figures rest on the tool's default switching activity, not on a simulated workload.
